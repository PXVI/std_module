--- flow/design.v ---
module piso_left_cyclic_Nb #( parameter BUS_WIDTH = 8, SISO_WIDTH = 4 ) (
                                                                            input RST,
                                                                            input CLK,
                                                                            input LOAD,
                                                                            input LSHIFT,
                                                                            input [BUS_WIDTH-1:0] IN0,
                                                                            input [BUS_WIDTH-1:0] IN1,
                                                                            input [BUS_WIDTH-1:0] IN2,
                                                                            input [BUS_WIDTH-1:0] IN3,
                                                                            output [BUS_WIDTH-1:0] OUT
                                                                        );
    reg [BUS_WIDTH-1:0] siso_mem_p[SISO_WIDTH-1:0], siso_mem_n[SISO_WIDTH-1:0];
    integer i = 0, j = 0;
    wire [BUS_WIDTH-1:0] temp_in_val[SISO_WIDTH-1:0];
    assign temp_in_val[0] = IN0;
    assign temp_in_val[1] = IN1;
    assign temp_in_val[2] = IN2;
    assign temp_in_val[3] = IN3;
    always@(*)
    begin
        if( LOAD )
        begin   
            for( i = 0; i < SISO_WIDTH; i = i + 1 )
            begin
                    siso_mem_n[i] = temp_in_val[i];
            end
        end
        else if( LSHIFT )
        begin
            for( i = SISO_WIDTH-1; i >= 0; i = i - 1 )
            begin
                if( i == 0 )
                begin
                    siso_mem_n[i] = siso_mem_p[SISO_WIDTH-1];
                end
                else
                begin
                    siso_mem_n[i] = siso_mem_p[i-1];
                end
            end
        end
    end
    always@( posedge CLK or posedge RST )
    begin
        for( j = 0; j < SISO_WIDTH; j = j + 1 )
        begin
            siso_mem_p[j] <= siso_mem_p[j];
        end
        if( RST )
        begin
        end
        else
        begin
            for( j = 0; j < SISO_WIDTH; j = j + 1 )
            begin
                siso_mem_p[j] <= siso_mem_n[j];
            end
        end
    end
    assign OUT = siso_mem_p[SISO_WIDTH-1];
endmodule
--- flow/run.sh ---
#!/bin/bash
# OpenROAD 26Q1-2900-gdf79404cd8, Yosys 0.63+post, stock flow scripts
make -C /OpenROAD-flow-scripts/flow DESIGN_CONFIG=/design/flow/config.mk WORK_HOME=/design/flow/orfs finish
--- flow/config.mk ---
export PLATFORM = sky130hd
export DESIGN_NAME = piso_left_cyclic_Nb
export DESIGN_NICKNAME = piso_left_cyclic_Nb
export VERILOG_FILES = /design/flow/design.v
export SDC_FILE = /design/flow/constraint.sdc
export NUM_CORES = 4
export LEC_CHECK = 1
export CORE_UTILIZATION = 30
--- flow/constraint.sdc ---
current_design piso_left_cyclic_Nb

set clk_period 1.0
set clk_io_pct 0.2

create_clock -name clk0 -period $clk_period [get_ports {CLK}]

set non_clock_inputs [all_inputs -no_clocks]
set_input_delay [expr $clk_period * $clk_io_pct] -clock clk0 $non_clock_inputs
set_output_delay [expr $clk_period * $clk_io_pct] -clock clk0 [all_outputs]
==> flow_metrics.tcl <==
# flow metrics
set metrics [dict create \
    worst_pin_slew_ns 0.592 \
    top_cell_area_share_pct 48.3 \
    edf_count 32 \
    hold_viol_final 0 \
    grt_pass1_wl_mm 4.93 \
    finalWeightedCongestion 0.727 \
    seq_area_mm2 0.00144 \
    clk_pin_slew_worst_paths_ns 0.06 \
    peakVddDrop_mv 0.567 \
    slew_viol_final 0 \
    hold_path.startpoint "RST" \
    row_count 29 \
    firstDrtPassIters 4 \
    grt_max_degree 34 \
    dieHeight_um 83.4 \
    synth.avg_cell_area_um2 19.5 \
    nFillCells 571 \
    synth.area.top_cells "edfxtp_1 (48%), dlxtn_1 (24%), mux2_4 (22%), buf_12 (3.0%), mux2_2 (1.7%)" \
    hold_path_class "primary input to flip-flop" \
    cts_tree "built" \
    yosys-stat-area_mm2 0.00199 \
    ant_nets 0 \
    untimed_endpoints 64 \
    wirelength_mm 3.03 \
    ys_warn_count 3 \
    ys_cells 102 \
    grt.total_usage_pct 9.51 \
    place_inst 222 \
    final-comb-area_um2 475 \
    status "finished, violations left" \
    fin_crit_ns 1.02 \
    whs_endpoint "siso_mem_p[3][5]" \
    wl_per_cell_um 13.1 \
    fin_cells 231 \
    crit_fanout 2 \
    path_cells "buf_2" \
    hpwl_mm 1.95 \
    core-area_mm2 0.00639 \
    violations "negative setup slack" \
    first_iter_violations 52 \
    fin_crit_sh_pct 102 \
    worstPathArrival_ns 0.82 \
    grt_pass1_vias 1001 \
    htree_levels 2 \
    unclocked_pins 32 \
    fmax_mhz 985 \
    syn_to_final_growth_pct 27.7 \
    drc 0 \
    die_x_um 83.4 \
    slew_headroom_pct 60.5 \
    antenna_found_initial 0 \
    maxCapViolCount 0 \
    synthCells 102 \
    die_area_mm2 0.00696 \
    cp_top_family "flip-flops" \
    hold_path_depth 3 \
    slowest_delay_ns 0.41 \
    place_ws_ns -0.251 \
    io_buffers 43 \
    grt_overflow 0 \
    powerDensity_mw_per_mm2 1150 \
    syn-cell-area_mm2 0.00199 \
    cp_num_buf_inv 1 \
    total_power_w 0.00291 \
    postLayoutSetupSlackWorst_ns -0.0152 \
    cts.path.max_buffers 2 \
    critPathCaptureType "output port" \
    cts-root-buf "clkbuf_8" \
    vias_per_cell 4.13 \
    rsz0062_at_grt "yes" \
    required_ns 0.80 \
    diodes 0 \
    flop_cell "edfxtp_1" \
    log.warning_count 27 \
    drive_above_1_share_pct 35.1 \
    async_reset_ff_share_pct 0 \
    crit_type "flip-flop to output port" \
    crit_path_start_kind "flip-flop" \
    initCoreUtil_pct 31.2 \
    ys.flops 64 \
    yosys.area.top_type "edfxtp_1" \
    synth.distinct_cells 8 \
    postLayoutCoreUtil_pct 39.8 \
    postCtsHoldBufs 0 \
    io-pin-count 44 \
    ys_top_cells_by_count "dlxtn_1 (32), edfxtp_1 (32), mux2_4 (29), buf_12 (3), mux2_2 (3)" \
    power_leakage_nw 1.07 \
    worst_path_max_delay_cell "edfxtp_1" \
    finalSetupViolations 2 \
    num_vias 955 \
    cts_buffers 5 \
]
## worst max path at each step
stage           startpoint  endpoint  slack [ns]  depth (start not counted)
4_1_cts   siso_mem_p[3][5]    OUT[5]       -0.02                          1
5_1_grt   siso_mem_p[3][5]    OUT[5]       -0.04                          1
6_report  siso_mem_p[3][5]    OUT[5]       -0.02                          1
## per-layer routing
layer	global-route usage, %	vias to the layer above	wire length, um
met2	12.3	35	1190
met4	1.23	0	44
met5	0	-	0
li1	-	469	-
met3	2.93	4	203
met1	17.1	447	1590
## cells in the final DEF, fill, tap and decap left out
| master | n |
|---|---|
| buf_12 | 1 |
| buf_2 | 9 |
| buf_4 | 5 |
| clkbuf_8 | 5 |
| clkdlybuf4s50_1 | 34 |
| clkinv_1 | 2 |
| clkinvlp_4 | 1 |
| dlxtn_1 | 32 |
| edfxtp_1 | 32 |
| mux2_2 | 3 |
| mux2_4 | 29 |
| nor2_2 | 1 |
## per-stage QoR
| stage | TNS (ns) | hold slack [ns] | area, um2 |
|---|---|---|---|
| global placement | -7.96 | 0.985 | 2490 |
| global route | -0.235 | 0.844 | 2540 |
| detailed placement | -8.03 | 0.974 | 2490 |
| CTS | -0.0582 | 0.803 | 2540 |
| floorplan | 0 | 0.489 | 1990 |
| finish | -0.0153 | 0.810 | 2540 |
## report_power, final
group / internal (W) / switching [W] / leakage (nW) / total, W
registers: 0.00161 / 0.0000212 / 0.573 / 0.00163
clock network: 0.000458 / 0.000422 / 0.0391 / 0.000879
logic: 0.000274 / 0.000128 / 0.454 / 0.000402
## logic make-up (layout without fill, tap and decap cells)
family                 count (synthesis)  count (layout)  share of synthesized area (%)
muxes                                 32              32                           23.6
latches                               32              32                           24.2
and+or+nand+nor                        1               1                          0.188
DFF                                   32              32                           48.3
buffers and inverters                  5              57                           3.77
## registers in the layout, indices dropped and copies added, names as in the netlist
register,cells
siso_mem_n,32
siso_mem_p,32
## area by class of cell
| class | instances | area share [%] |
|---|---|---|
| Clock inverter | 2 | 0.296 |
| Tap cell | 77 | 3.79 |
| Clock buffer | 5 | 2.71 |
| Multi-Input combinational cell | 33 | 18.7 |
| Timing Repair Buffer | 49 | 17.4 |
| Sequential cell | 64 | 56.7 |
| Inverter | 1 | 0.296 |
## what timing repair did
| action | CTS | global route |
|---|---|---|
| endpoints found under the hold margin | 0 | 0 |
| setup buffers | 2 | 0 |
| setup endpoints to repair | 8 | 8 |
| gates resized | 24 | 0 |
Power is estimated from default activity; no workload was simulated.
