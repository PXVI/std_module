**./run.sh**
```bash
#!/bin/bash
# OpenROAD 26Q1-2900-gdf79404cd8, Yosys 0.63+post, stock flow scripts
make -C /OpenROAD-flow-scripts/flow DESIGN_CONFIG=/design/flow/config.mk WORK_HOME=/design/flow/orfs finish
```
**./config.mk**
```make
export PLATFORM = sky130hd
export DESIGN_NAME = async_fifo_v1
export DESIGN_NICKNAME = async_fifo_v1
export VERILOG_FILES = /design/flow/design.v
export SDC_FILE = /design/flow/constraint.sdc
export NUM_CORES = 4
export LEC_CHECK = 1
export CORE_UTILIZATION = 30
```
**./constraint.sdc**
```tcl
current_design async_fifo_v1

set clk_period 4.3
set clk_io_pct 0.2

create_clock -name clk0 -period $clk_period [get_ports {CLK_RD}]
create_clock -name clk1 -period $clk_period [get_ports {CLK_WR}]

set non_clock_inputs [all_inputs -no_clocks]
set_input_delay [expr $clk_period * $clk_io_pct] -clock clk0 $non_clock_inputs
set_output_delay [expr $clk_period * $clk_io_pct] -clock clk0 [all_outputs]
```
**./design.v**
```verilog
module async_fifo_v1 #( parameter BUS_WIDTH = 8, FIFO_DEPTH = 16 )  (
                                                                        input RST,
                                                                        input CLK_WR,
                                                                        input CLK_RD,
                                                                        input [BUS_WIDTH-1:0] DATA_IN,
                                                                        input WR_EN,
                                                                        input RD_EN,
                                                                        input H_FLUSH,
                                                                        output reg [BUS_WIDTH-1:0] DATA_OUT,
                                                                        output FULL,
                                                                        output EMPTY,
                                                                        output H_FULL
                                                                    );
    parameter PTR_WIDTH = $clog2( FIFO_DEPTH );
    integer i = 0;
    reg [PTR_WIDTH:0] wr_ptr, rd_ptr;
    reg [PTR_WIDTH:0] fifo_count_p;
    reg [PTR_WIDTH:0] fifo_count_n;
    reg [BUS_WIDTH-1:0] MEM [FIFO_DEPTH-1:0];
    always@(*)
    begin
        if( !FULL && WR_EN && fifo_count_p != 'd16 )
        begin
            fifo_count_n = fifo_count_p + 1;
        end
        if( !EMPTY && RD_EN && fifo_count_p != 'd0 )
        begin
            fifo_count_n = fifo_count_p - 1;
        end
        if( H_FLUSH && !EMPTY )
        begin
            fifo_count_n = ( fifo_count_p / 2 );
        end
    end
    always@( posedge CLK_WR or posedge RST )
    begin
        wr_ptr <= wr_ptr;
        fifo_count_p <= fifo_count_p;
        for( i = 0; i < FIFO_DEPTH; i = i + 1 )
        begin
            MEM[i] <= MEM[i];
        end
        if( RST )
        begin
            wr_ptr <= 0;
            fifo_count_p <= 0;
        end
        else
        begin
            fifo_count_p <= fifo_count_n;
            if( !FULL && WR_EN )
            begin
                wr_ptr <= wr_ptr + 1'b1;
                MEM[wr_ptr[PTR_WIDTH-1:0]] <= DATA_IN;
            end
        end
    end
    always@( posedge CLK_RD or posedge RST )
    begin
        rd_ptr <= rd_ptr;
        DATA_OUT <= DATA_OUT;
        if( RST )
        begin
            rd_ptr <= 0;
        end
        else
        begin
            if( !EMPTY && H_FLUSH )
            begin
                rd_ptr <= rd_ptr + ( fifo_count_p - ( fifo_count_p / 2 ) );
            end
            else if( !EMPTY && RD_EN )
            begin
                rd_ptr <= rd_ptr + 1'b1;
                DATA_OUT <= MEM[rd_ptr[PTR_WIDTH-1:0]];
            end
        end
    end
    assign FULL = ( rd_ptr[PTR_WIDTH-1:0] == wr_ptr[PTR_WIDTH-1:0] && rd_ptr[PTR_WIDTH] != wr_ptr[PTR_WIDTH] ) ? 1'b1 : 1'b0;
    assign EMPTY = ( rd_ptr[PTR_WIDTH-1:0] == wr_ptr[PTR_WIDTH-1:0] && rd_ptr[PTR_WIDTH] == wr_ptr[PTR_WIDTH] ) ? 1'b1 : 1'b0;
    assign H_FULL = ( fifo_count_p > ((FIFO_DEPTH/2)-1) ) ? 1'b1 : 1'b0;
    initial
    begin
    end
endmodule
```
==> impl_metrics.csv <==
group,metric,value,unit
clock_tree,path_clk_slew,0.05,ns
final_timing,rsz0062_at_grt,"no",
worst_setup_path,cpPeakStageDelay,0.65,ns
global_routing,grt_pass1_wl,23700,µm
floorplan,dieWidth,150,µm
route,drt_iter0_drc,328,
global_routing,grt.total_usage,0.147,
final_timing,unclocked_regs,5,
power,intPower,3.28,mW
global_routing,grt_pass1_vias,4366,
power,fin_total_pwr,5.01,mW
worst_setup_path,critical_path.top_delay_family,"flip-flops",
run,openroad.warnings,34,
worst_setup_path,cp_data_required_time,3.44,ns
logic_synthesis,synth_area,6570,µm²
worst_setup_path,start_kind,"flop",
outcome,status,"finished clean",
cells_and_area,drive_gt1_frac,0.115,
final_timing,finClkSkew,0.0135,ns
clock_tree,cts_setup_buffers,0,
logic_synthesis,top_cell_area_share,0.622,
clock_tree,cts_tree,"yes",
worst_setup_path,crit_chain,"xnor2_2 > nand4_4 > nor2_1 > clkdlybuf4s50_1",
logic_synthesis,edf_count,136,
power,p_per_area,644,nW/µm²
floorplan,core_region_area,21200,µm²
logic_synthesis,yosysUniqueCellTypes,52,
final_timing,tightestPinTransition,0.772,ns
power,p_seq_frac,0.377,
route,vias,4175,
final_timing,slew_headroom,0.483,
worst_setup_path,crit_path_max_fanout,13,
clock_tree,cts_resized,0,
route,via_per_inst,5.28,
power,p_switching,1.73,mW
power,leakagePower,2.66,nW
hold_path,hold_class,"reg -> reg",
route,insertedDiodeCount,0,
worst_setup_path,cp.arrival,2.08,ns
logic_synthesis,flop_cell,"edfxtp_1",
logic_synthesis,ys_ff,156,
route,drc,0,
floorplan,fp_util,0.310,
power,peakVddDrop,0.287,mV
logic_synthesis,top_cell,"edfxtp_1",
worst_setup_path,endpoint_kind,"output pin",
global_routing,grt_antenna_before_repair,0,
final_timing,final_max_slew_viol_count,0,
worst_setup_path,crit_path_top_delay_cell,"dfrtp_1",
logic_synthesis,syn_avg_cell_area,14.1,µm²
logic_synthesis,yosysWarnings,2,
route,drtPass1Iterations,4,
logic_synthesis,yosys_area,6570,µm²
cells_and_area,area_growth,18.5,%
clock_tree,postCtsHoldBufs,0,
place,place_congestion,0.912,
logic_synthesis,top_area_cell,"edfxtp_1",
worst_setup_path,critPathKind,"reg -> out",
final_timing,finalHoldViolations,0,
logic_synthesis,common_cells,"136 x edfxtp_1, 38 x nand2_1, 22 x a21oi_1, 21 x nor2_1, 20 x nand3_1",
floorplan,ios,25,
floorplan,fp.dieH,150,µm
route,postRouteAntennaNets,0,
logic_synthesis,area_leaders,"edfxtp_1 62%, dfrtp_1 5.7%, ha_1 3.4%",
place,dp_hpwl,10000,µm
floorplan,chip_area,22500,µm²
run,cap_viol_max_count,0,
route,drt_wl_total,15100,µm
final_timing,setup_violations,0,
power,p_sw_frac,0.345,
final_timing,setup_tns,0,ns
power,clkPwrFrac,0.306,
logic_synthesis,syn-instance-count,465,
global_routing,grt_max_degree,36,
floorplan,fp-row-count,53,
place,io_buffers,23,
logic_synthesis,async_flop_share,0.0962,
power,p_comb_frac,0.317,
worst_setup_path,critPathBufInv,1,
cells_and_area,final_util,0.367,
final_timing,untimed_endpoints,10,
route,wl_per_cell,19.1,µm
global_routing,grt.overflow.total,0,
logic_synthesis,ys_cells,465,
-- worst reg2reg max path, stage by stage (launching register included) --
cell and delay, ns:
dfrtp_1 0.43, buf_4 0.36, inv_1 0.31, fa_1 0.60, inv_1 0.04, ha_1 0.31, a21oi_1 0.10, a211o_1 0.29
nand3_1 0.12, mux2i_1 0.19, a21oi_1 0.05
-- layout by cell type, fill, tap and decap left out, types with 8 or more instances in the layout --
cell type        netlist  final
edfxtp_1             136    136
nand2_1               38     38
clkdlybuf4s50_1        0     23
a21oi_1               22     22
nor2_1                21     21
nand3_1               20     20
clkbuf_16              0     20
buf_4                  1     20
inv_1                 18     18
a22oi_1               18     18
ha_1                  18     18
nor3_1                16     16
a222oi_1              15     15
dfrtp_1               15     15
xnor2_1               11     11
o21ai_0               11     11
a31oi_1                8      8
-- worst paths after layout --
check | slack, ns | depth (start not counted) | to | startpoint
worst max register to register | 1.39 | 10 | rd_ptr[4] | rd_ptr[3]
min in group asynchronous | 0.93 | 2 | fifo_count_p[1] | RST
max in group asynchronous | 2.74 | 2 | rd_ptr[3] | RST
worst max-delay path | 1.36 | 4 | EMPTY | wr_ptr[3]
max in group clk1 | 1.57 | 5 | MEM[0][2] | RST
worst min register to register | 0.56 | 1 | wr_ptr[4] | wr_ptr[4]
min in group clk0 | 0.63 | 1 | rd_ptr[3] | rd_ptr[3]
worst min-delay path | 0.56 | 1 | wr_ptr[4] | wr_ptr[4]
-- state kept, by name (all words and copies together) (netlist names) --
signal	flops
fifo_count_p	5
rd_ptr	5
DATA_OUT	8
MEM	128
fifo_count_n	5
wr_ptr	5
-- power groups by stage --
stage / Clock, mW / Combinational [mW] / Sequential, mW
4_1_cts: 1.55 / 1.58 / 1.89
5_1_grt: 1.62 / 1.76 / 1.91
6_report: 1.53 / 1.59 / 1.89
-- layer usage --
| layer | routed length (µm) | up-vias | global-route usage |
|---|---|---|---|
| met5 | 0 | - | 0 |
| met4 | 233 | 0 | 0.0247 |
| met3 | 1750 | 17 | 0.0876 |
| met2 | 7070 | 244 | 0.221 |
| met1 | 6060 | 2028 | 0.192 |
| li1 | - | 1886 | - |
-- metrics by stage --
| stage | std cells | worst slack (ns) | hold slack [ns] | area, µm² |
|---|---|---|---|---|
| 2_1_floorplan | 465 | 1.57 | 0.510 | 6570 |
| 3_3_place_gp | 755 | 1.21 | 0.523 | 7160 |
| 3_5_place_dp | 755 | 1.15 | 0.530 | 7160 |
| 4_1_cts | 790 | 1.30 | 0.558 | 7790 |
| 5_1_grt | 790 | 1.20 | 0.575 | 7790 |
| 6_report | 790 | 1.36 | 0.557 | 7790 |
-- kinds of logic (layout without fill, tap and decap cells) --
family	Yosys count	count (layout)	synth area share
buffers and inverters	46	96	0.0312
latches	5	5	0.0114
AND/OR/NAND/NOR	112	112	0.0804
multiplexers	6	6	0.00990
XOR/XNOR	16	16	0.0225
AND-OR/OR-AND	106	106	0.116
adder cells (fa/ha/maj)	23	23	0.0495
flip-flops	151	151	0.679
-- final cells by class --
class                           instances  area [µm²]
Timing Repair Buffer                   43         380
Sequential cell                       156        4530
Clock inverter                         13         123
Clock buffer                           22         508
Fill cell                            1984       13400
Inverter                               18        67.6
Multi-Input combinational cell        263        1830
Tap cell                              275         344
No activity file was given, so power comes from the tool's default toggle rates.
