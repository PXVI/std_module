==> flow/design.v <==
module siso_left_right_Nb #( parameter BUS_WIDTH = 8, SISO_WIDTH = 4 )      (
                                                                                input RST,
                                                                                input CLK,
                                                                                input [1:0] SHIFT,
                                                                                input [BUS_WIDTH-1:0] IN,
                                                                                output [BUS_WIDTH-1:0] OUT
                                                                            );
    reg [BUS_WIDTH-1:0] siso_mem_p[SISO_WIDTH-1:0], siso_mem_n[SISO_WIDTH-1:0];
    reg [BUS_WIDTH-1:0] fixed_out = 0;
    integer i = 0, j = 0;
    always@(*)
    begin
        case( SHIFT )
            2'b01       :   begin
                                for( i = SISO_WIDTH-1; i >= 0; i = i - 1 )
                                begin
                                    if( i == 0 )
                                    begin
                                        siso_mem_n[i] = IN;
                                    end
                                    else
                                    begin
                                        siso_mem_n[i] = siso_mem_p[i-1];
                                    end
                                end
                            end
            2'b10       :   begin
                                for( i = 0; i < SISO_WIDTH; i = i + 1 )
                                begin
                                    if( i == (SISO_WIDTH-1) )
                                    begin
                                        siso_mem_n[i] = IN;
                                    end
                                    else
                                    begin
                                        siso_mem_n[i] = siso_mem_p[i+1];
                                    end
                                end
                            end
            default     :   begin
                                for( i = 0; i < SISO_WIDTH; i = i + 1 )
                                begin
                                    siso_mem_n[i] = siso_mem_p[i];
                                end
                            end
        endcase
    end
    always@( posedge CLK or posedge RST )
    begin
        for( j = 0; j < SISO_WIDTH; j = j + 1 )
        begin
            siso_mem_p[j] <= siso_mem_p[j];
        end
        if( RST )
        begin
        end
        else
        begin
            for( j = 0; j < SISO_WIDTH; j = j + 1 )
            begin
                siso_mem_p[j] <= siso_mem_n[j];
            end
        end
    end
    assign OUT = ( SHIFT == 2'b00 || SHIFT == 2'b11 )   ? fixed_out : ( SHIFT == 2'b01   ) ? siso_mem_p[SISO_WIDTH-1] : ( SHIFT == 2'b10   ) ? siso_mem_p[0] : fixed_out;
endmodule
==> flow/run.sh <==
#!/bin/bash
# OpenROAD 26Q1-2900-gdf79404cd8, Yosys 0.63+post, stock flow scripts
make -C /OpenROAD-flow-scripts/flow DESIGN_CONFIG=/design/flow/config.mk WORK_HOME=/design/flow/orfs finish
==> flow/config.mk <==
export PLATFORM = sky130hd
export DESIGN_NAME = siso_left_right_Nb
export DESIGN_NICKNAME = siso_left_right_Nb
export VERILOG_FILES = /design/flow/design.v
export SDC_FILE = /design/flow/constraint.sdc
export NUM_CORES = 4
export LEC_CHECK = 1
export CORE_UTILIZATION = 30
==> flow/constraint.sdc <==
current_design siso_left_right_Nb

set clk_period 4.9
set clk_io_pct 0.2

create_clock -name clk0 -period $clk_period [get_ports {CLK}]

set non_clock_inputs [all_inputs -no_clocks]
set_input_delay [expr $clk_period * $clk_io_pct] -clock clk0 $non_clock_inputs
set_output_delay [expr $clk_period * $clk_io_pct] -clock clk0 [all_outputs]
==> results.yml <==
# flow metrics
run_status:
  status: "finished, final reports clean"
power_and_ir_drop:
  p_leak_nw: 0.690
  ir_drop_mv: 0.135
  powerDensity_mw_per_mm2: 308
  clkPwrFrac_pct: 31.3
  sw_frac_of_total_pct: 21.7
  p_total_w: 0.000604
  p_sw_w: 0.000131
  cell_internal_pwr_w: 0.000473
  seq_power_share_pct: 55.4
  combPwrFrac_pct: 13.3
placement:
  place.gp.congestion: 0.766
  dpl_cell_area_mm2: 0.00188
  port_buffers: 19
  pre_cts_slack_ps: 878
  dp_hpwl_um: 1730
worst_setup_path:
  path_delay_family: "buffers and inverters"
  max_stage_delay_ps: 690
  critPathLaunchType: "primary input"
  r2r-start: "siso_mem_p[3][5]"
  cp-end-kind: "primary output"
  path_cells: "clkdlybuf4s50_1 > ha_1 > nand3b_1 > a21oi_1 > clkdlybuf4s50_1"
  critPathSlowestCell: "ha_1"
  cp.buffers_inverters: 2
  reg2reg_depth: 1
  crit_type: "in -> out"
  crit_top_cell: "clkdlybuf4s50_1"
  path_max_fanout: 16
  arrival_ps: 3050
  cp_num_cells: 5
  worstSetupStartpoint: "SHIFT[1]"
  required_ps: 3920
  r2r_slack_ps: 3960
clock_network:
  clkSlewWorstSetupHoldPaths_ps: 60
  hold_buffers: 0
  post_cts_resized: 0
  cts-buffers-inserted: 5
  root_buffer: "clkbuf_8"
  cts_sinks: 32
  clkLatencyLatePin_ps: 280
  clock_path_buffers: 2
  cts_max_level: 2
  cts_tree: "done"
  post_cts_buffers: 0
final_timing:
  slew_viol_final: 0
  setup_viol: 0
  fmax_ghz: 0.248
  skew_ps: 5.24
  hold_viol: 0
  tightest_slew_ps: 788
  fin_crit_sh_pct: 82.2
  fin_setup_tns_ps: 0
  relSlewSlack_pct: 47.5
  fin_crit_ps: 4030
  fin_ws_ps: 874
  rsz0062_at_grt: "no"
yosys:
  syn_inst: 101
  avgSynthCellArea_um2: 16.5
  synth.largest_area_cell: "edfxtp_1"
  ys_seq_share_pct: 57.7
  top_cell_area_share_pct: 57.7
  area_leaders: "edfxtp_1 (58%), mux2_4 (20%), mux2_2 (6.8%)"
  ys_ff: 32
  synth_area_mm2: 0.00167
  yosys_warnings: 3
  yosysChipArea_mm2: 0.00167
  synthDistinctLibCells: 13
  ys_cells: 101
die:
  die_x_um: 76.5
  die_h_um: 76.5
  core_mm2: 0.00524
  io_pins: 20
  fp_util_pct: 31.8
  die_area_mm2: 0.00585
  num_rows: 26
global_routing:
  grt_pass1_vias: 937
  grt_max_degree: 33
  grt_pass1_wl_um: 4720
  grt_usage_pct: 10.7
  grt_antenna_before_repair: 0
  overflow: 0
route:
  via_count: 866
  dr.pass1.iters: 4
  wirelength_um: 2830
  antenna_left: 0
  drtIter0Drc: 65
  antenna-diode-count: 0
  drc: 0
  wl_per_cell_um: 14.7
  via_per_inst: 4.49
cells_and_area:
  drive_above_1_share_pct: 32.5
  final_area_mm2: 0.00196
  top_register: "siso_mem_p"
  syn_to_final_growth_pct: 17.6
  largest_register_ffs: 32
  biggestRegsByFlops: "siso_mem_p: 32 flops"
min_path:
  min_from: "siso_mem_p[3][7]"
  hp-class: "reg -> reg"
  whs_path_depth: 1
run:
  maxCapViolCount: 0
  warnings: 27
-- per-stage QoR --
| step | utilization [%] | std cells | hold slack, ps |
|---|---|---|---|
| 2_1_floorplan | - | 101 | 546 |
| 3_3_place_gp | 35.9 | 185 | 559 |
| 3_5_place_dp | 35.9 | 185 | 563 |
| 4_1_cts | 37.4 | 193 | 578 |
| 5_1_grt | 37.4 | 193 | 594 |
| 6_report | 37.4 | 193 | 576 |
-- layout make-up --
type | instances | area (um^2)
clock buffer | 7 | 76.3
clock inverter | 1 | 3.75
fill | 472 | 3280
inverter | 2 | 7.51
multi-input combinational | 60 | 617
sequential | 32 | 961
tap | 70 | 87.6
timing repair buffer | 21 | 205
-- worst paths after layout --
| path | endpoint |
|---|---|
| max | OUT[6] |
| min | siso_mem_p[2][7] |
| max reg2reg | siso_mem_p[2][5] |
| min reg2reg | siso_mem_p[2][7] |
-- cell usage in the layout, fill, tap and decap left out, drive strengths merged --
cell	netlist	layout
nand2	8	8
nand3b	8	8
nor2	1	1
mux2	32	32
clkbuf	1	7
inv	2	2
ha	3	3
edfxtp	32	32
clkinv	0	1
buf	6	2
clkdlybuf4s50	0	19
a21oi	8	8
-- cell usage after synthesis --
library cell,count
clkbuf_1,1
nor2_1,1
inv_1,2
nand2_1,8
edfxtp_1,32
buf_2,1
mux2_4,22
buf_12,2
nand3b_1,8
mux2_2,10
ha_1,3
a21oi_1,8
buf_6,3
-- power by group through the flow --
stage | clock (W) | combinational [W] | sequential (W)
global route | 0.000208 | 0.0000871 | 0.000336
finish | 0.000189 | 0.0000803 | 0.000334
CTS | 0.000195 | 0.0000813 | 0.000334
-- metal layers --
layer  up-vias  wire length, um  share of wire (%)  track usage (%)
li1        417                -                  -                -
met1       424             1370                 48             17.0
met2        23             1290                 45             15.0
met3         2              167                5.9             4.38
met4         0                6               0.21            0.769
met5         -                0                  0                0
-- kinds of logic after synthesis --
family,count (synthesis),share of synthesized area [%]
adder cells (fa/ha/maj),3,2.25
AND/OR/NAND/NOR,17,5.63
multiplexers,32,26.6
flip-flops,32,57.7
buffers and inverters,9,5.41
AND-OR/OR-AND,8,2.40
Power and IR drop assume default switching activity.
